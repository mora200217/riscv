==> design/flow/design.v <==
module acc (clk , A, add, rst, pp);
  input clk;
  input [31:0] A;
  input add;
  input rst; 
  output reg [31:0] pp;
initial pp = 0;
always @(negedge clk)
  if (rst) 
   pp = 32'h00000000;
  else
     begin
      if (add) pp = pp + A;
      else pp = pp;
     end
endmodule
module comp(B, z);
  input [15:0]B;
  output z;
  reg tmp;
  initial tmp = 0;
  assign z = tmp;
    always@(*)
      tmp = (B==0) ? 1'b1 : 1'b0;
endmodule
module control_mult( clk , rst , lsb_B , init , z , done , sh , reset , add );
 input clk;
 input rst;
 input lsb_B;
 input init; 
 input z;
 output reg done;
 output reg sh;
 output reg reset;
 output reg add;
 parameter START  = 3'b000;
 parameter CHECK  = 3'b001;
 parameter SHIFT  = 3'b010;
 parameter ADD  = 3'b011;
 parameter END  = 3'b100;
 reg [2:0] state;
 initial begin
  done = 0;
  sh = 0;
  reset = 0;
  add = 0;
  state = 0;
 end
reg [3:0] count;
always @(posedge clk) begin
    if (rst) begin
      state = START;
    end else begin
    case(state)
      START:begin
        done = 0;
        sh = 0;
        reset = 1;
        add = 0;
        count=0;
        if(init)
          state = CHECK;
        else
          state = START;
      end
     CHECK: begin
      done = 0;
      sh = 0;
      reset = 0;
      add = 0;
      if(lsb_B)
        state = ADD;
      else
        state = SHIFT;
     end   
     SHIFT: begin
      done = 0;
      sh = 1;
      reset = 0;
      add = 0;
      if(z)
        state = END;
      else
        state = CHECK;
     end
     ADD: begin
        done = 0;
        sh = 0;
        reset = 0;
        add = 1;
        state = SHIFT;
     end
     END:begin
        done = 1;
        sh = 0;
        reset = 0;
        add = 0;
        count = count + 1;
        state = (count>9) ? START : END ;  
     end
     default: state = START;
   endcase
  end
end
endmodule
module lsr (clk , in_A , shift , load , s_A);
  input clk;
  input [15:0]in_A;
  input load;
  input shift;
  output reg [30:0]s_A;
always @(negedge clk)
  if(load)
     s_A = in_A ;
  else
   begin
    if(shift) s_A = s_A << 1 ;
    else  s_A = s_A;
   end
endmodule
module mult_32(clk , rst , init , A , B , pp , done);
  input rst;
  input clk;
  input init;
  input [15:0] A;
  input [15:0] B;
  output [31:0] pp;
  output done;
  wire w_sh;
  wire w_reset;
  wire w_add;
  wire w_z;
  wire [31:0] w_A;
  wire [15:0] w_B;
  rsr rsr0 (.clk(clk), .in_B(B) , .shift(w_sh) , .load(w_reset) , .s_B(w_B));
  lsr lsr0 (.clk(clk), .in_A(A) , .shift(w_sh) , .load(w_reset) , .s_A(w_A));
  comp comp0(.B(w_B), .z(w_z));
  acc acc0 (.clk(clk), .A(w_A) , .add(w_add), .rst(w_reset), .pp(pp));
  control_mult control0 (.clk(clk), .rst(rst) , .lsb_B(w_B[0]) , .init(init) , .z(w_z) , .done(done) , .sh(w_sh) , .reset(w_reset) , .add(w_add) );
endmodule
module rsr (clk, in_B , shift , load , s_B);
  input clk;
  input [15:0]in_B;
  input load;
  input shift;
  output reg [15:0]s_B;
always @(negedge clk)
  if(load)
     s_B = in_B ;
  else
   begin
    if(shift) s_B = s_B >> 1;
    else s_B = s_B;
   end
endmodule
==> design/flow/run.sh <==
#!/bin/bash
# OpenROAD 26Q1-2900-gdf79404cd8, Yosys 0.63+post, stock flow scripts
make -C /OpenROAD-flow-scripts/flow DESIGN_CONFIG=/design/flow/config.mk WORK_HOME=/design/flow/orfs finish
==> design/flow/config.mk <==
export PLATFORM = sky130hd
export DESIGN_NAME = mult_32
export DESIGN_NICKNAME = mult_32
export VERILOG_FILES = /design/flow/design.v
export SDC_FILE = /design/flow/constraint.sdc
export NUM_CORES = 4
export LEC_CHECK = 1
export CORE_UTILIZATION = 40
==> design/flow/constraint.sdc <==
current_design mult_32

set clk_period 8.8
set clk_io_pct 0.2

create_clock -name clk0 -period $clk_period [get_ports {clk}]

set non_clock_inputs [all_inputs -no_clocks]
set_input_delay [expr $clk_period * $clk_io_pct] -clock clk0 $non_clock_inputs
set_output_delay [expr $clk_period * $clk_io_pct] -clock clk0 [all_outputs]
==> deck_impl_summary.md <==
Physical Implementation Snapshot

Global routing
  – Antenna violations before repair: 0
  – Number of global-route vias before repair: between 4000 and 5000
  – Largest net degree at the start of global routing: 39
  – GRT Residual Overflow: 0
  – First-pass GRT wire length: around 20000 microns
  – Gr usage total: 0.193

Final layout
  – Synth-to-Final Area Change: 27.1%
  – Utilization after layout: 0.526
  – Layout cell share with drive strength beyond 1: 0.0898

STA
  – Final hold viol count: 0
  – RSZ-0062 raised after global routing: no
  – Worst setup margin: 1.33 ns
  – Clk_skew: between 0.06 and 0.07 ns
  – Slew margin rel.: 0.478
  – Final setup violation count: 0
  – Hold Slack: about 0.47 ns
  – Worst Tran Pin Value: 0.781 ns
  – Pins Over Slew Limit: 0
  – TNS Setup: 0 ns

Pwr
  – Pwr Density: 184 mW/mm^2
  – Leak pwr: 3.06 nW
  – Max VDD drop: between 100 and 150 uV

Detailed routing
  – DR WL/cell: 14.2 microns
  – TritonRoute pass-1 iters: 4
  – Via count: roughly 4500
  – Vias per inst: 5.33
  – WL final: between 10000 and 15000 microns
  – # DRC: 0
  – DR iter-0 viols: roughly 240
  – Final ANT Viol Nets: 0
  – N_diodes: 0

Clock network
  – Htree depth: 3
  – Clock-pin slew on the worst setup and hold paths: about 0.040 ns
  – Clk Tree Root Cell: clkbuf_16
  – Clk Latency, worst-skew pair: around 0.42 ns
  – Clock sinks: approximately 90
  – Hold_buf cts: 0
  – Resized Gates After CTS: 0
  – Cts bufs inserted: 9
  – CTS tree: done
  – Post-CTS setup buffers: 0
  – Max clock buf depth: 2

Worst setup path
  – Crit-path cells: clkdlybuf4s50_1
  – WP data arrival: 5.71 ns
  – CP delay by family, top: buffers and inverters
  – Crit-path max FO: 4
  – CP max stage cell: clkdlybuf4s50_1
  – Peak per-stage delay on the critical path: approximately 0.5 ns
  – Worst Setup Start Kind: flip-flop
  – CP required: around 7.0 ns
  – Crit Path Class: reg2out
  – CP bufs+invs: 1
  – CP Capture Type: output port

Synthesis
  – Top cell area share: 0.227
  – Cell taking the most area after synthesis: edfxtp_1
  – Main flop type: dfxtp_1
  – Post-synth regs: around 90
  – Synthesis area per yosys: 0.00528 sq mm
  – Post-synth EDFFs: about 40
  – Post-synthesis async set-or-reset flop share: 0
  – Avg Cell Area, Syn: 9.82 sq um
  – Synth Warn #: 6
  – Seq/Total Area, Yosys: 0.417
  – Syn Std Cell Area: 0.00528 sq mm
  – Synthesized instance count: about 540
  – List of most frequent post-synthesis cells: dfxtp_1, nor2_1, edfxtp_1, a21oi_1, ha_1
  – Post-synth cell types: 60
  – Ys cells: roughly 540
  – Post-synth area hogs: edfxtp_1, dfxtp_1, ha_1

Floorplan
  – Die width: between 100 and 150 microns
  – # IOs: 68
  – Num rows: just over 40
  – Die ar.: 0.0137 sq mm
  – Die height: around 120 microns
  – FP Util: 0.414
  – Core Footprint: about 0.013 sq mm

Placed design
  – Port buffer count: between 60 and 70
  – Post-DP HPWL: ~8500 microns
  – Dpl ws: roughly 1.7 ns
  – RD Place Congestion: 0.855

Worst hold path
  – Worst Hold Class: reg2reg

Outcome
  – Outcome: complete, no violations

Run
  – OpenROAD warning count: 105
  – Max cap viols: 0
layout by cell type, fill, tap and decap left out, types with 6 or more instances in the layout:
cell type,instances
a21o_1,17
clkdlybuf4s50_1,67
nor2_1,50
nand2b_1,9
buf_4,6
nand2_1,30
ha_1,33
o21ai_0,29
inv_1,90
edfxtp_1,40
nand3_1,15
mux2_2,31
nand4_1,7
mux2i_1,24
clkbuf_16,9
a21oi_1,34
and2_1,7
dfxtp_1,50
xnor2_1,13
nor3_1,9
and3_1,7
kinds of logic (layout without fill, tap and decap cells):
group / Yosys count / after routing / synth area share
muxes: 55 / 55 / 0.112
and+or+nand+nor: 164 / 164 / 0.157
xor gates and xnor gates: 18 / 18 / 0.0298
buffers and inverters: 38 / 179 / 0.0270
adders and majority gates: 35 / 35 / 0.0838
DFF: 90 / 90 / 0.417
AOI/OAI and AO/OA: 138 / 138 / 0.175
state kept, by name (all words and copies together) (netlist names):
signal / flops
rsr0.s_B: 16
acc0.pp: 32
control0.add: 1
control0.state: 3
control0.reset: 1
control0.count: 4
control0.done: 1
control0.sh: 1
lsr0.s_A: 31
final cells by class:
class,instances,area [sq um]
multi-input cells,410,2940
inverters,11,41.3
flip-flops and latches,90,2200
clock buffers,9,225
clock inverters,86,375
fillers,1175,6060
well taps,172,215
repair buffers,73,716
through the flow:
stage | instance area, sq um | instances | power [mW]
floorplan | 5280 | 538 | 0.693
global placement | 6120 | 757 | 0.761
detailed placement | 6120 | 757 | 0.764
CTS | 6710 | 851 | 1.26
global route | 6710 | 851 | 1.33
finish | 6710 | 851 | 1.23
power by group:
part / switching (mW) / internal (mW)
sequential: 0.0252 / 0.478
combinational: 0.0985 / 0.0996
clock: 0.261 / 0.270
total: 0.385 / 0.848
metal layers:
layer	part of all wire	up-vias	wire length [microns]	GRT usage
met5	0	-	0	0
met4	0.018	0	217	0.0608
met3	0.061	15	739	0.0661
met2	0.45	113	5490	0.284
met1	0.47	2116	5670	0.276
li1	-	2290	-	-
path summary, 6_finish.rpt:
path / start / to / slack (ns) / cells past startpoint
hold / removal: acc0.pp[22] / acc0.pp[22] / 0.47 / 2
setup / recovery: acc0.pp[1] / pp[1] / 1.33 / 1
hold reg to reg: acc0.pp[22] / acc0.pp[22] / 0.47 / 2
setup reg to reg: rsr0.s_B[5] / control0.state[2] / 2.54 / 5
worst reg2reg max path, delay by kind of cell, from the launching register on:
kind / cells / cell delay [ns]
flops: 1 / 0.39
simple gates: 4 / 0.93
compound gates: 1 / 0.36
Power and IR drop assume default switching activity.
